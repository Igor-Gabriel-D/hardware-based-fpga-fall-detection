==> /design/flow/config.mk <==
export PLATFORM = sky130hd
export DESIGN_NAME = fall_detect_mag_sq
export DESIGN_NICKNAME = fall_detect_mag_sq
export VERILOG_FILES = /design/flow/design.v
export SDC_FILE = /design/flow/constraint.sdc
export NUM_CORES = 4
export LEC_CHECK = 1
export CORE_UTILIZATION = 50
==> /design/flow/constraint.sdc <==
current_design fall_detect_mag_sq

set clk_period 1.0
set clk_io_pct 0.2

create_clock -name clk0 -period $clk_period [get_ports {clk}]

set non_clock_inputs [all_inputs -no_clocks]
set_input_delay [expr $clk_period * $clk_io_pct] -clock clk0 $non_clock_inputs
set_output_delay [expr $clk_period * $clk_io_pct] -clock clk0 [all_outputs]
==> /design/flow/design.v <==
module fall_detect_mag_sq (
    input  logic        clk,
    input  logic        rst_n,
    input  logic        data_valid,    
    input  logic signed [15:0] ax,
    input  logic signed [15:0] ay,
    input  logic signed [15:0] az,
    output logic [31:0] mag_sq,        
    output logic        mag_valid
);
    logic signed [31:0] ax_s, ay_s, az_s;
    always_ff @(posedge clk or negedge rst_n) begin
        if (!rst_n) begin
            ax_s      <= 0;
            ay_s      <= 0;
            az_s      <= 0;
            mag_sq    <= 0;
            mag_valid <= 1'b0;
        end else if (data_valid) begin
            ax_s      <= ax * ax;
            ay_s      <= ay * ay;
            az_s      <= az * az;
            mag_sq    <= (ax * ax) + (ay * ay) + (az * az);
            mag_valid <= 1'b1;
        end else begin
            mag_valid <= 1'b0;
        end
    end
endmodule
==> /design/flow/run.sh <==
#!/bin/bash
# OpenROAD 26Q1-2900-gdf79404cd8, Yosys 0.63+post, stock flow scripts
make -C /OpenROAD-flow-scripts/flow DESIGN_CONFIG=/design/flow/config.mk WORK_HOME=/design/flow/orfs finish
==> impl_metrics.csv <==
group,metric,value,unit
clocking,clkTransAtPathRegs,0.05,ns
critical_path,reg2regPathDepth,2,
final_timing,setup_ws,-6.14,ns
drt,via_per_inst,4.72,
placed_design,io_buffer_count,83,
drt,wl,74200,um
clocking,cts.sinks,33,
logic_synthesis,ys_seq_share,2.94,%
global_routing,grt_pass1_vias,23604,
critical_path,worstPathArrival,7.31,ns
final_timing,max_slew_margin,69.3,%
logic_synthesis,synth_cells,2862,
critical_path,start_kind,"input port",
final_timing,period_minus_slack,7.14,ns
die,initial_core_util,50.7,%
logic_synthesis,ys_ff,33,
finish,syn_to_final_growth,31.9,%
final_timing,fmax,140,MHz
logic_synthesis,ff_type,"dfrtp_1",
drt,vias,19955,
clocking,clockRootBuffer,"clkbuf_16",
die,rows,86,
logic_synthesis,synth_warnings,1,
die,die_y,239,um
job,warning_count,44,
die,io_pins,84,
global_routing,grt_remaining_overflow,0,
final_timing,tightest_slew,0.459,ns
critical_path,crit_type,"in -> reg",
logic_synthesis,async_flop_share,100,%
clocking,clk_latency,0.28,ns
logic_synthesis,edf_count,0,
drt,drtPass1Iterations,4,
placed_design,pre_cts_slack,-7.02,ns
logic_synthesis,yosys_area,28100,um2
global_routing,track_usage,31.1,%
final_timing,rsz0062_at_grt,"yes",
drt,drtAntennaViolNets,0,
min_path,hold_path.class,"in -> async",
critical_path,startpoint,"ay[15]",
critical_path,crit_required,1.17,ns
critical_path,cp-endpoint,"mag_sq[26]$_DFFE_PN0P_",
logic_synthesis,synth.avg_cell_area,9.81,um2
critical_path,r2r_start,"mag_sq[27]$_DFFE_PN0P_",
critical_path,critPathCaptureType,"flip-flop",
final_timing,hold_viol,33,
final_timing,setup_viol_count_final,32,
finish,layout_top_cells,"inv_1 (925), fa_1 (738), buf_4 (450)",
final_timing,final_max_slew_viol_count,0,
placed_design,gp_congestion,0.947,
clocking,cts_tree,"built",
die,die_area,57100,um2
global_routing,antenna_found_initial,0,
outcome,violations,"hold timing, setup timing",
die,die_w,239,um
drt,drc,0,
outcome,outcome,"complete, but fails checks",
finish,fin_util,67.0,%
logic_synthesis,synth_area,28100,um2
clocking,cts_inserted_buffers,5,
finish,mostFrequentLayoutCell,"inv_1",
placed_design,place_hpwl,63200,um
critical_path,rrSetupSlack,0.12,ns
critical_path,r2r-end,"mag_sq[27]$_DFFE_PN0P_",
job,maxCapViolCount,0,
drt,drtIter0Drc,439,
critical_path,cp_max_fo,6,
drt,routedWlPerCell,17.5,um
clocking,cts-htree-levels,2,
logic_synthesis,yosys_cells,2862,
global_routing,grt_pass1_wl,122000,um
die,coreArea,55300,um2
logic_synthesis,ys_types,53,
final_timing,fin_crit_sh,714,%
global_routing,grt_start_max_net_pins,34,
drt,num_antenna_cells,0,
finish,drive_gt1_share,33.4,%
clocking,clk_path_buf_depth,2,
final_timing,fin_skew,0,ns
final_timing,timing.hold.ws,-0.136,ns
## routing by layer
layer / GRT usage [%] / vias to the layer above / part of all wire (%)
met5: 0 / - / 0
met4: 11.8 / 0 / 5.5
met3: 10.2 / 133 / 8.3
met2: 51.8 / 466 / 52
met1: 39.2 / 10152 / 34
li1: - / 9204 / -
## sequential cells by signal, summed over array words and instances (netlist names)
signal and cells:
mag_valid 1, mag_sq 32
## repair_timing
| item | CTS | global route |
|---|---|---|
| setup buffers | 133 | 57 |
| resized | 654 | 196 |
| pin swaps | 283 | 189 |
| gates cloned | 15 | 1 |
| endpoints found under the setup margin | 65 | 45 |
| hold endpoints to repair | 33 | 33 |
## kinds of logic (layout without fill, tap and decap cells)
logic type,count (synthesis),in the layout,share of synthesized area [%]
buffers and inverters,1106,1728,14.8
adders and majority gates,1027,1027,67.7
and+or+nand+nor,497,497,8.74
AOI/OAI and AO/OA,103,103,2.61
xor gates and xnor gates,71,71,2.26
DFF,33,33,2.94
muxes,25,25,0.994
## cells in the mapped netlist (all sizes together), types with 7 or more instances
library cell,instances,area [um2]
dfrtp,33,826
o211ai,8,70.1
nand2,214,803
xor2,17,149
a21oi,24,120
inv,1042,3910
xnor2,53,464
a31oi,8,50.1
clkbuf,62,233
o21ai,11,55.1
nor2,46,173
nand3,10,50.1
ha,209,2620
o21a,7,52.6
nand2b,10,62.6
nor2b,33,206
mux2,23,259
and2,154,963
a21o,16,120
fa,818,16400
## area by class of cell
type	count	area, um2
sequential	33	826
fill	4188	18300
tap	748	936
clock buffer	6	139
clock inverter	2	37.5
inverter	1042	3940
multi-input combinational	1723	24900
timing repair buffer	678	6240
## worst min-delay path by stage
stage / from / endpoint / slack, ns / cells after the start
after global routing: rst_n / mag_sq[9]$_DFFE_PN0P_ / -0.12 / 2
after CTS: rst_n / mag_sq[10]$_DFFE_PN0P_ / -0.13 / 2
final: rst_n / mag_sq[9]$_DFFE_PN0P_ / -0.14 / 2
## worst max-delay path, stage by stage
cell and delay (ns):
buf_6 0.10, buf_12 0.12, buf_12 0.14, and2_4 0.18
fa_1 0.51, inv_2 0.05, fa_1 0.51, inv_2 0.04
fa_1 0.51, fa_2 0.64, fa_1 0.42, fa_1 0.53
fa_1 0.43, fa_1 0.50, inv_2 0.04, fa_1 0.52
inv_2 0.06, ha_4 0.22, or3_1 0.38, o211ai_1 0.15
buf_4 0.17, a31oi_4 0.09, a2111o_1 0.37, and3b_1 0.16
mux2_2 0.25
## through the flow
| step | hold WS [ns] | TNS (ns) | std cells | instance area, um2 |
|---|---|---|---|---|
| after floorplan | -0.0956 | -149.28 | 2862 | 29100 |
| after global placement | 0.166 | -183.23 | 4041 | 33700 |
| after detailed placement | 0.165 | -183.99 | 4041 | 33700 |
| after CTS | -0.132 | -161.46 | 4192 | 36200 |
| after global routing | -0.121 | -166.76 | 4232 | 37000 |
| final | -0.136 | -161.05 | 4232 | 37000 |
